<file path="/design/flow/config.mk">
export PLATFORM = sky130hd
export DESIGN_NAME = mux16to1_function
export DESIGN_NICKNAME = mux16to1_function
export VERILOG_FILES = /design/flow/design.v
export SDC_FILE = /design/flow/constraint.sdc
export NUM_CORES = 4
export LEC_CHECK = 1
export CORE_AREA = 10 10 70 70
export DIE_AREA = 0 0 80 80
</file>
<file path="/design/flow/constraint.sdc">
current_design mux16to1_function

set clk_period 1.4
set clk_io_pct 0.2

create_clock -name clk0 -period $clk_period

set non_clock_inputs [all_inputs -no_clocks]
set_input_delay [expr $clk_period * $clk_io_pct] -clock clk0 $non_clock_inputs
set_output_delay [expr $clk_period * $clk_io_pct] -clock clk0 [all_outputs]
</file>
<file path="/design/flow/design.v">
module mux16to1_function (W, S16, f);
    input [0:15] W;
    input [3:0] S16;
    output f;
    reg f;
    function mux4to1;
        input [0:3] X;
        input [1:0] S4;
        case (S4)
            0: mux4to1 = X[0];
            1: mux4to1 = X[1];
            2: mux4to1 = X[2];
            3: mux4to1 = X[3];
        endcase
    endfunction
    always @(W or S16)
        case (S16[3:2])
            0: f = mux4to1 (W[0:3], S16[1:0]);
            1: f = mux4to1 (W[4:7], S16[1:0]);
            2: f = mux4to1 (W[8:11], S16[1:0]);
            3: f = mux4to1 (W[12:15], S16[1:0]);
        endcase
endmodule
</file>
<file path="/design/flow/run.sh">
#!/bin/bash
# OpenROAD 26Q1-2900-gdf79404cd8, Yosys 0.63+post, stock flow scripts
make -C /OpenROAD-flow-scripts/flow DESIGN_CONFIG=/design/flow/config.mk WORK_HOME=/design/flow/orfs finish
</file>
==> results.tsv <==
stage	metric	value	unit
power	Worst VDD drop	0.0926	mV
sta	final slew viol count	0	
detailed_routing	post-DR wirelength/cell	9.66	um
critical_path	critical path type	in -> out	
detailed_routing	WL met1	448	um
status	status	complete, but fails checks	
detailed_routing	Via-to-Cell Ratio	2.78	
power	Pleak	0.000203	uW
cells_and_area	registers	0	
detailed_routing	diode count	0	
detailed_routing	metal3 WL	99	um
detailed_routing	Pre-Repair DR Iteration Count	2	
cells_and_area	area grow syn2layout	184	%
logic_synthesis	area of the mapped netlist	175	um2
die	Top Ports	21	
die	fp_density	5.13	%
sta	Hold Vio Cnt, Final	0	
place	Area after DPL	483	um2
detailed_routing	DR iter-0 viols	2	
place	IO Port Bufs	21	
grt	number of global-route vias before repair	274	
min_path	HP Class	in -> out	
detailed_routing	detailed-route DRC error count	0	
sta	Worst-Margin Slew	180	ps
cells_and_area	Core Util, Final	14.5	%
sta	post-route setup slack	-227	ps
sta	RSZ-0062 raised after global routing	yes	
grt	first-pass GRT wire length	1370	um
sta	final worst-path cycle share	116	%
grt	initial antenna violation count	0	
detailed_routing	Top Metal Used	met3	
cells_and_area	Filler cells	395	
logic_synthesis	post-synth cell types	15	
critical_path	CP peak stage delay	270	ps
run	Log Warnings	35	
cells_and_area	clk_buf instances	0	
detailed_routing	DRT Wirelength	869	um
grt	Overflow after GRT	0	
detailed_routing	Post-DRT Antenna Nets	0	
logic_synthesis	yosys cell count	18	
cells_and_area	Seq. cell area	0	um2
clock_tree	Post-CTS Setup Bufs	0	
grt	Total GRT Usage	2.66	%
cells_and_area	final cell count without fillers	90	
die	Die X	80	um
sta	achievable frequency	615	MHz
die	Die Size	6400	um2
die	row count	21	
critical_path	Critical path origin	W[13]	
min_path	worst hold start	S16[3]	
die	Die Y	80	um
logic_synthesis	Yosys Chip Area	175	um2
detailed_routing	WL met2	322	um
die	core area	3420	um2
critical_path	WP data required	1120	ps
sta	Max transition margin	88.0	%
detailed_routing	via count	250	
place	routability cong.	0.765	
logic_synthesis	Post-synth seq share	0	%
cells_and_area	fraction of layout cells with a size suffix above 1	47.7	%
power	Pwr Density	251	nW/um2
logic_synthesis	Warnings, synthesis	1	
critical_path	CP Cell Sequence	clkdlybuf4s15_1 > mux2_4 > a22oi_2 > a21oi_1 > a211o_1 > buf_2	
min_path	hold depth	4	
critical_path	crit path DAT	1350	ps
logic_synthesis	Mapped Cells	18	
critical_path	Critical-path top delay cell	mux2_4	
cells_and_area	Finished Cell Area	497	um2
sta	Final setup viols	1	
run	Max Cap Viol	0	
place	placed insts	90	
critical_path	crit end category	output pin	
place	dpl hpwl	798	um
critical_path	Worst Path Max Fanout	1	
sta	minimum clock period	1630	ps
grt	largest net degree at the start of global routing	7	
status	failing checks	setup timing	
logic_synthesis	syn_area_per_cell	9.73	um2
critical_path	Critical Path Start Type	input port	
through the flow:
stage,setup slack (ps),power [uW],hold WS [ps],TNS (ps)
floorplan,-3.32,45.7,731,-3.32
global placement,-1050,128,1820,-1050
detailed placement,-1070,130,1820,-1070
CTS,-224,125,1070,-224
global route,-279,135,1070,-279
finish,-227,124,1050,-227
where the power goes:
group / switching (uW) / total [uW] / internal [uW] / leakage, uW
sequential: 0 / 0 / 0 / 0
combinational: 39.4 / 124 / 85.0 / 0.000203
clock: 0 / 0 / 0 / 0
layer usage:
| metal | up-vias | global-route usage, % |
|---|---|---|
| met5 | - | 0 |
| met4 | 0 | 0 |
| met3 | 0 | 1.25 |
| met2 | 13 | 3.37 |
| met1 | 108 | 4.11 |
| li1 | 129 | - |
layout make-up:
cell class	count	area (um2)	share of cell area, %
tap	46	57.6	11.6
timing repair buffer	27	245	49.4
multi-input combinational	17	194	39.0
critical path, delay by kind of cell:
kind / cells / cell delay (ps)
multiplexers: 1 / 270
buffers and inverters: 2 / 280
AND-OR/OR-AND: 3 / 530
worst paths after layout:
kind              endpoint
setup / recovery         f
hold / removal           f
layout by cell type (no fill, tap or decap), types with 2 or more instances in the layout:
master            n
buf_6             2
buf_4             5
dlygate4sd2_1     4
clkdlybuf4s15_1  11
a22oi_2           2
o21a_1            2
mux2_4            4
buf_2             3
what timing repair did:
action                                  CTS  global route
endpoints found under the setup margin    1             1
gates resized                            56             1
hold endpoints to repair                  0             0
pin swaps                                 9             3
hold buffers                              0             0
cell usage after synthesis:
master / n / area (um2)
nor2_1: 1 / 3.75
a22oi_1: 1 / 7.51
or2b_1: 1 / 7.51
o21a_1: 2 / 15.0
buf_6: 1 / 11.3
o221ai_1: 1 / 8.76
a22oi_2: 1 / 12.5
mux2_4: 2 / 30.0
a211o_1: 1 / 8.76
mux2_2: 2 / 22.5
a211oi_1: 1 / 7.51
mux4_2: 1 / 22.5
nor2b_1: 1 / 6.26
a21oi_1: 1 / 5.00
o22ai_1: 1 / 6.26
kinds of logic after synthesis:
logic type | after synthesis | synth area share (%)
multiplexers | 5 | 42.9
AND/OR/NAND/NOR | 3 | 10.0
buffers and inverters | 1 | 6.43
AND-OR/OR-AND | 9 | 40.7
Power is estimated from default activity; no workload was simulated.
