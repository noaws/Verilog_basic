==> ./design.v <==
module dec2to4_al (W, Y, En);
    input [1:0] W;
    input En;
    output [0:3] Y;
    reg [0:3] Y;
    always @(W or En)
        begin
            if (En == 0)
                Y = 4'b0000;
            else
                case (W)
                    0: Y = 4'b1000;
                    1: Y = 4'b0100;
                    2: Y = 4'b0010;
                    3: Y = 4'b0001;
                endcase
        end
endmodule
module dec4to16 (W, Y, En);
    input [3:0] W;
    input En;
    output [0:15] Y;
    wire [0:3] M;
    dec2to4_al Dec1 (W[3:2], M[0:3], En);
    dec2to4_al Dec2 (W[1:0], Y[0:3], M[0]);
    dec2to4_al Dec3 (W[1:0], Y[4:7], M[1]);
    dec2to4_al Dec4 (W[1:0], Y[8:11], M[2]);
    dec2to4_al Dec5 (W[1:0], Y[12:15], M[3]);
endmodule   
==> ./run.sh <==
#!/bin/bash
# OpenROAD 26Q1-2900-gdf79404cd8, Yosys 0.63+post, stock flow scripts
make -C /OpenROAD-flow-scripts/flow DESIGN_CONFIG=/design/flow/config.mk WORK_HOME=/design/flow/orfs finish
==> ./config.mk <==
export PLATFORM = sky130hd
export DESIGN_NAME = dec4to16
export DESIGN_NICKNAME = dec4to16
export VERILOG_FILES = /design/flow/design.v
export SDC_FILE = /design/flow/constraint.sdc
export NUM_CORES = 4
export LEC_CHECK = 1
export CORE_AREA = 10 10 70 70
export DIE_AREA = 0 0 80 80
==> ./constraint.sdc <==
current_design dec4to16

set clk_period 1.0
set clk_io_pct 0.2

create_clock -name clk0 -period $clk_period

set non_clock_inputs [all_inputs -no_clocks]
set_input_delay [expr $clk_period * $clk_io_pct] -clock clk0 $non_clock_inputs
set_output_delay [expr $clk_period * $clk_io_pct] -clock clk0 [all_outputs]
==> impl_metrics.py <==
# Auto-generated metrics
metrics = {
    "cells_and_area": {
        "fillers": 383,
        "ff_count": 0,
        "clkbuf_count": 0,
        "final_cells": 108,
        "layout-drive-gt1-share_pct": 87.1,
        "area_growth_pct": 361,
        "seq_area_um2": 0,
    },
    "die": {
        "core_area_um2": 3420,
        "die_w_um": 80,
        "ioPinCount": 21,
        "row_count": 21,
        "dieArea_um2": 6400,
        "die_height_um": 80,
        "fp_util_pct": 3.44,
    },
    "flow_run": {
        "cap_violations": 0,
        "openroad.warnings": 34,
    },
    "synth": {
        "synth_cell_type_count": 8,
        "yosys-top-cells-area": "nor2_1 38%, nor3_1 13%, nand3b_1 13%",
        "ys_cells": 23,
        "top_area_cell": "nor2_1",
        "top_cell_area_share_pct": 38.3,
        "synthMostInstantiatedCell": "nor2_1",
        "netlist_area_um2": 118,
        "ys_seq_share_pct": 0,
        "avgSynthCellArea_um2": 5.11,
        "yosysWarnings": 1,
        "ys_area_um2": 118,
        "syn-instance-count": 23,
        "yosys-top-cells-count": "12 x nor2_1, 3 x nor3_1, 2 x nand2b_1, 2 x nand3b_1",
    },
    "place": {
        "place.gp.congestion": 0.776,
        "dp_hpwl_um": 757,
        "post-place-ws_ns": -0.921,
        "dp.cells": 93,
        "port_buffers": 21,
    },
    "worst_hold_path": {
        "hp-start": "W[3]",
        "min_path_cells": 3,
        "hp-class": "primary input to output port",
        "hold_path_end": "Y[3]",
    },
    "setup_path": {
        "crit_buf_inv": 3,
        "crit_chain": "buf_8 -> or3b_4 -> buf_6 -> nor3_2 -> buf_2",
        "path_max_fanout": 4,
        "slowest_delay_ns": 0.42,
        "endpoint_kind": "output port",
        "crit_type": "primary input to output port",
        "cp.required_ns": 0.80,
        "slowest_stage": "or3b_4",
        "worst_ep_arrival_time_ns": 1.03,
        "path_delay_family": "simple AND/OR/NAND/NOR gates",
        "startpoint_type": "primary input",
    },
    "grt": {
        "grt_use_total_pct": 3.00,
        "grt_pass1_vias": 296,
        "grt_overflow_total": 0,
        "grt_pass1_wl_um": 1590,
        "grt_max_degree": 8,
        "grt_antenna_before_repair": 0,
    },
    "cts": {
        "hold_buffers": 0,
    },
    "timing": {
        "period_used_pct": 123,
        "slew_viol_final": 0,
        "fmax_mhz": 811,
        "final-setup-viol-count": 16,
        "rsz0062_at_grt": "yes",
        "layout_min_cycle_time_ns": 1.23,
        "timing.final.hold_violations": 0,
        "setup_ws_ns": -0.234,
        "tightest_slew_ns": 0.152,
        "max-slew-margin-rel_pct": 89.8,
        "hold_slack_ns": 0.700,
    },
    "routing": {
        "drtIter0Drc": 5,
        "drc": 0,
        "avgViaCountPerCell": 2.94,
        "antenna_cells": 0,
        "antenna_left": 0,
        "wirelength_um": 1050,
        "vias": 317,
        "routedWlPerCell_um": 9.68,
        "drtPass1Iterations": 4,
    },
    "power_and_ir_drop": {
        "p_per_area_nw_per_um2": 275,
        "ir_drop_uv": 56.5,
        "p_leak_nw": 0.261,
    },
    "outcome": {
        "violations": "negative setup slack",
        "outcome": "finished, violations left",
    },
}
==> routing by layer <==
metal / vias up / part of all wire [%] / global-route usage, %
met1: 147 / 39 / 3.63
met4: 0 / 0 / 0
met3: 0 / 14 / 1.36
li1: 156 / - / -
met2: 14 / 47 / 5.06
met5: - / 0 / 0
==> stage by stage <==
| step | power, mW | utilization [%] | instance area (um2) | TNS [ns] |
|---|---|---|---|---|
| 3_3_place_gp | 0.0843 | 11.9 | 408 | -12.80 |
| 2_1_floorplan | 0.0211 | - | 118 | 0 |
| 4_1_cts | 0.145 | 15.6 | 534 | -1.76 |
| 5_1_grt | 0.161 | 15.9 | 542 | -2.39 |
| 6_report | 0.149 | 15.9 | 542 | -1.72 |
| 3_5_place_dp | 0.0853 | 11.9 | 408 | -12.90 |
==> power by group <==
| group | internal [mW] | total (mW) | switching, mW |
|---|---|---|---|
| clock network | 0 | 0 | 0 |
| registers | 0 | 0 | 0 |
| logic | 0.0908 | 0.149 | 0.0582 |
| total | 0.0908 | 0.149 | 0.0582 |
==> final cells by class <==
cell class         instances  area [um2]  share of cell area [%]
repair buffers            39         302                    55.7
well taps                 46        57.6                    10.6
multi-input cells         23         183                    33.7
==> repair_timing <==
item	4_1_cts	5_1_grt
pin swaps	14	8
buffers inserted	15	0
endpoints found under the setup margin	16	16
gates resized	99	2
==> cell usage in the layout, fill, tap and decap left out <==
master | Yosys | routed
nand2b_4 | 0 | 2
nand3b_1 | 2 | 2
buf_8 | 0 | 2
nor2_4 | 0 | 1
clkdlybuf4s15_2 | 0 | 1
or3b_4 | 1 | 1
nor3_2 | 1 | 4
nand3_4 | 0 | 1
buf_4 | 0 | 12
nor2_1 | 12 | 6
nand2_2 | 0 | 1
nor2_2 | 0 | 5
buf_2 | 0 | 16
buf_6 | 0 | 8
==> worst max-delay path by stage <==
stage         startpoint   end  slack, ns  depth (start not counted)
global route        W[0]  Y[0]      -0.26                          5
CTS                 W[0]  Y[0]      -0.24                          5
finish              W[0]  Y[0]      -0.23                          5
==> cell families (layout without fill, tap and decap cells) <==
| family | Yosys count | count (layout) | synth area share [%] |
|---|---|---|---|
| AND/OR/NAND/NOR | 23 | 23 | 100 |
| buffers and inverters | 0 | 39 | 0 |
No activity file was given, so power comes from the tool's default toggle rates.
