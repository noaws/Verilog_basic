==> flow/design.v <==
module addern (carryin, X, Y, S, carryout);
    parameter n = 32;
    input carryin;
    input [n-1:0] X, Y;
    output [n-1:0] S;
    output carryout;
    wire [n:0] C;
    genvar k;
    assign C[0] = carryin;
    assign carryout = C[n];
    generate
        for (k = 0; k < n; k = k+1)
            begin: fulladd_stage
                wire z1, z2, z3;  
                xor (S[k], X[k], Y[k], C[k]);
                and (z1, X[k], Y[k]);
                and (z2, X[k], C[k]);
                and (z3, Y[k], C[k]);
                or (C[k+1], z1, z2, z3);
            end
    endgenerate
endmodule
==> flow/run.sh <==
#!/bin/bash
# OpenROAD 26Q1-2900-gdf79404cd8, Yosys 0.63+post, stock flow scripts
make -C /OpenROAD-flow-scripts/flow DESIGN_CONFIG=/design/flow/config.mk WORK_HOME=/design/flow/orfs finish
==> flow/config.mk <==
export PLATFORM = sky130hd
export DESIGN_NAME = addern
export DESIGN_NICKNAME = addern
export VERILOG_FILES = /design/flow/design.v
export SDC_FILE = /design/flow/constraint.sdc
export NUM_CORES = 4
export LEC_CHECK = 1
export CORE_AREA = 10 10 91 91
export DIE_AREA = 0 0 101 101
==> flow/constraint.sdc <==
current_design addern

set clk_period 18.2
set clk_io_pct 0.2

create_clock -name clk0 -period $clk_period

set non_clock_inputs [all_inputs -no_clocks]
set_input_delay [expr $clk_period * $clk_io_pct] -clock clk0 $non_clock_inputs
set_output_delay [expr $clk_period * $clk_io_pct] -clock clk0 [all_outputs]
==> job_summary.md <==
### Metrics collected by this job

| Metric | Value |
|---|---|
| Pre-Place Util | `0.1068` |
| Drt first pass iters | `3` |
| Design area | `0.001828 mm^2` |
| Final WS setup | `-523.3 ps` |
| Max IR drop VDD | `0.01457 mV` |
| CP Class | `input port to output port` |
| Worst path bufs/invs | `6` |
| # rows | `29` |
| Critical path capture point type | `output port` |
| Worst path slowest cell | `fa_2` |
| Yosys warning count | `0` |
| WL final | `3839 um` |
| Starting DRC count in detailed routing | `3` |
| # IOs | `98` |
| Remaining Overflow, GRT | `0` |
| # clk buffers | `0` |
| Final setup vio count | `3` |
| Max-slew violation count | `0` |
| Commonest cells post-synth | `fa_1, inv_1` |
| Die width | `101 um` |
| Syn Area/Cell | `16.15 um^2` |
| Failing checks | `setup timing` |
| Fmax | `53.41 MHz` |
| Via count | `757` |
| Max-area cell share | `0.9446` |
| RSZ-0062 raised after global routing | `yes` |
| Chip Area, Yosys | `678.2 um^2` |
| Count leader, synth | `fa_1` |
| ANT nets after route | `0` |
| First-pass GRT wire length | `5595 um` |
| Leakage power | `0.6567 nW` |
| WP data required | `14560 ps` |
| Register area | `0 um^2` |
| CP Max Fanout | `1` |
| Slew HR | `0.8982` |
| Port bufs | `98` |
| Worst hold path class | `input port to output port` |
| Vias in the first global route | `974` |
| Post-route minimum period | `18720 ps` |
| Max-Cap Viols | `0` |
| Cell Area, Placed | `0.001828 mm^2` |
| GRT Overall Usage | `0.07330` |
| Ant diodes | `0` |
| CTS hold repair buffers | `0` |
| Initial antenna violation count | `0` |
| Most common cell on crit path | `fa_2` |
| Pwr dens | `33.88 mW/mm^2` |
| Overall power | `61.93 uW` |
| Core Area | `0.006350 mm^2` |
| Max incr delay on CP | `420 ps` |
| Largest delay share family, worst path | `adder cells` |
| Share of cells above drive strength 1 | `0.3286` |
| DRC viols | `0` |
| Yosys stat cell total | `42` |
| Hold Vio Cnt, Final | `0` |
| Netlist cell types | `2` |
| Post-CTS setup repair buffer count | `0` |
| Startpoint types | `input port` |
| Routed wire per std cell | `17.69 um` |
| Mapped Cells | `42` |
| Die Area | `0.01020 mm^2` |
| Worst-Margin Slew | `152.2 ps` |
| CP arrival | `15080 ps` |
| Area leader, netlist | `fa_1` |
| Log Warnings | `35` |
| RePlAce Congestion | `0.8674` |
| Main area contributors after synthesis | `fa_1, inv_1` |
| Flip-flops | `0` |
| Outcome | `finished with violations` |
| Die Y | `101 um` |
| Synth-to-Final Area Change | `169.6%` |
| Netlist Area Pre-Place | `678.2 um^2` |
| Vias per cell | `3.488` |
| Largest net degree at the start of global routing | `2` |
| Fin crit share | `1.029` |
| HPWL after detailed placement | `3785 um` |
| Synth Seq Share | `0` |
## placed cells by master, fill, tap and decap left out
cell / n
buf_6: 2
fa_2: 32
clkdlybuf4s50_1: 88
inv_2: 5
dlygate4sd2_1: 2
buf_2: 3
clkbuf_2: 1
inv_4: 2
inv_1: 3
dlymetal6s2s_1: 1
buf_8: 1
## routing by layer
layer  part of all wire  track usage  vias to the layer above
met3               0.28      0.06791                        0
met5                  0            0                        -
met2               0.40       0.1101                       97
li1                   -            -                      312
met1               0.32      0.08018                      348
met4                  0            0                        0
## per-stage QoR
step / hold slack (ps) / cells / TNS, ps / util / setup slack [ps]
floorplan: 7387 / 42 / -52.75 / - / -52.75
global placement: 8352 / 217 / -3790 / 0.2879 / -1263
detailed placement: 8353 / 217 / -3866 / 0.2879 / -1281
CTS: 8037 / 217 / -1025 / 0.2875 / -545.9
global route: 8076 / 217 / -1935 / 0.2879 / -812.2
finish: 8021 / 217 / -966.7 / 0.2879 / -523.3
## cells by family after synthesis
| kind of cell | share of synthesized area |
|---|---|
| buffers and inverters | 0.05536 |
| adders and majority gates | 0.9446 |
## power by group
part / internal (mW) / switching (mW) / total (mW)
Sequential: 0 / 0 / 0
Clock: 0 / 0 / 0
Combinational: 0.0442 / 0.0177 / 0.0619
Total: 0.0442 / 0.0177 / 0.0619
## worst paths after layout
check	from	end	slack (ps)	cells after the start
min	carryin	S[0]	8020	5
max	X[0]	S[31]	-520	38
## cell type report
cell class | instances | area, um^2
inverters | 10 | 42.54
multi-input cells | 32 | 720.7
well taps | 77 | 96.34
repair buffers | 98 | 968.4
fillers | 643 | 4522
## repair_timing
action,4_1_cts,5_1_grt
pin swaps,0,0
endpoints found under the setup margin,5,5
gates resized,37,4
Power is estimated from default activity; no workload was simulated.
